==> flow/design.v <==
module CHIP(
    input         clk, rst_n ,
    output       mem_wen_D  ,   
    output [31:0] mem_addr_D ,   
    output [31:0] mem_wdata_D,   
    input  [31:0] mem_rdata_D,   
    output [31:0] mem_addr_I ,   
    input  [31:0] mem_rdata_I   
);
    wire jalr, jal, branch, mem2reg, mem_write, alu_src, reg_write;
    wire [31:0] inst;
    wire [31:0] m2r_mux_out;  
    reg [31:0] registers [0:31];
    wire [31:0] read_data_2, write_data;
    wire signed [31:0] read_data_1;
    wire [3:0] alu_ctrl;
    wire signed [31:0] alu_input_2;
    reg [31:0] pc, alu_out;
    wire [31:0] pc_next, pc_a4;
    wire signed [31:0] imm_gen_out;
    assign inst = {mem_rdata_I[7:0], mem_rdata_I[15:8], mem_rdata_I[23:16], mem_rdata_I[31:24]};
    assign mem_wen_D = mem_write;
    assign mem_addr_D = alu_out;
    assign mem_wdata_D = {read_data_2[7:0], read_data_2[15:8], read_data_2[23:16], read_data_2[31:24]};
    assign mem_addr_I = pc;
    assign jal  = inst[2] & inst[3];
    assign jalr = inst[2] & (!inst[3]);
    assign branch = inst[6] & (!inst[2]);
    assign mem2reg = !inst[5];
    assign mem_write = (!inst[6]) & inst[5] & (!inst[4]);
    assign alu_src = inst[4] | (inst[6] & (!inst[2]));
    assign reg_write = inst[4] | inst[2] | (!inst[5]);
    assign m2r_mux_out = mem2reg? {mem_rdata_D[7:0], mem_rdata_D[15:8], mem_rdata_D[23:16], mem_rdata_D[31:24]} : alu_out;
    assign imm_gen_out[12:0] = inst[5]?
                                inst[3]?
                                    {inst[12], inst[20], inst[30:21], 1'b0}
                                : inst[6]?
                                    inst[2]?
                                        {inst[31], inst[31:20]}
                                    : {inst[31], inst[7], inst[30:25], inst[11:8], 1'b0}
                                : {inst[31], inst[31:25], inst[11:7]}
                            : {inst[31], inst[31:20]};
    assign imm_gen_out[20:13] = inst[3]? {inst[31], inst[19:13]} : {8{imm_gen_out[12]}};
    assign imm_gen_out[31:21] = {11{imm_gen_out[20]}};
    assign alu_ctrl[0] = inst[4] & inst[14] & inst[13] & (!inst[12]);
    assign alu_ctrl[1] = !(inst[4] & (!inst[3]) & inst[13]);
    assign alu_ctrl[2] = ( (!inst[4]) & (!inst[13]) ) | ( inst[30] & inst[4] );
    assign alu_ctrl[3] = inst[4] & (!inst[14]) & inst[13];
    assign write_data = (jal | jalr)? pc_a4 : m2r_mux_out;
    assign read_data_1 = registers[inst[19:15]];
    assign read_data_2 = registers[inst[24:20]];
    assign alu_input_2 = alu_src? read_data_2 : imm_gen_out;  
    always @(*) begin
        case (alu_ctrl)
            4'b0000: alu_out = read_data_1 & alu_input_2;
            4'b0001: alu_out = read_data_1 | alu_input_2;
            4'b0010: alu_out = read_data_1 + alu_input_2;
            4'b0110: alu_out = read_data_1 - alu_input_2;
            4'b1000: alu_out = (read_data_1 < alu_input_2)? 1 : 0;
            default: alu_out = 0;
        endcase
    end 
    assign pc_a4 = pc + 4;
    assign pc_next = jalr? (imm_gen_out + (read_data_1))
                        : ( (branch & (alu_out == 0)) | jal )? (imm_gen_out + pc) : pc_a4;
    integer i;
    always @(posedge clk) begin
        if (rst_n == 0) begin
            pc <= 0;
            for (i=1; i<32; i=i+1) begin
                registers[i] <= 0;
            end
        end else begin
            pc <= pc_next;
            if (reg_write) begin
                registers[inst[11:7]] <= write_data;
            end
        end
        registers[0] <= 0;
    end
endmodule
==> flow/run.sh <==
#!/bin/bash
# OpenROAD 26Q1-2900-gdf79404cd8, Yosys 0.63+post, stock flow scripts
make -C /OpenROAD-flow-scripts/flow DESIGN_CONFIG=/design/flow/config.mk WORK_HOME=/design/flow/orfs finish
==> flow/config.mk <==
export PLATFORM = sky130hd
export DESIGN_NAME = CHIP
export DESIGN_NICKNAME = CHIP
export VERILOG_FILES = /design/flow/design.v
export SDC_FILE = /design/flow/constraint.sdc
export NUM_CORES = 4
export LEC_CHECK = 1
export CORE_UTILIZATION = 30
==> flow/constraint.sdc <==
current_design CHIP

set clk_period 20.0
set clk_io_pct 0.2

create_clock -name clk0 -period $clk_period [get_ports {clk}]

set non_clock_inputs [all_inputs -no_clocks]
set_input_delay [expr $clk_period * $clk_io_pct] -clock clk0 $non_clock_inputs
set_output_delay [expr $clk_period * $clk_io_pct] -clock clk0 [all_outputs]
==> flow_summary.json <==
{
  "status": "completed",
  "max_stage_delay_ps": 590,
  "yosys_cells": 4856,
  "post-route-util_pct": 34.5,
  "drt_first_pass_iters": 5,
  "avgSynthCellArea_sq_um": 12.8,
  "grt_pass1_vias": 46546,
  "tool_warnings": 93,
  "synth_top_flop_cell": "edfxtp_1",
  "antenna_found_initial": 9,
  "grt.total_usage_pct": 24.3,
  "ys_seq_share_pct": 49.9,
  "ioPinCount": 163,
  "max-cap-violations": 0,
  "die_w_microns": 458,
  "dr_wl_met2_mm": 106,
  "row_count": 166,
  "synth-edff-count": 992,
  "grt_pass1_wl_mm": 339,
  "crit_arrival_ps": 12200,
  "antenna_left": 0,
  "post_cts_buffers": 0,
  "drive_above_1_share_pct": 22.6,
  "syn_to_final_growth_pct": 13.8,
  "dp.final_hpwl_mm": 154,
  "hold_violations": 0,
  "netlist.top_cell.by_area": "edfxtp_1",
  "critPathBufInv": 7,
  "finish.instance_area_sq_mm": 0.0709,
  "powerDensity_mw_per_mm2": 87.7,
  "placed_cell_area_sq_mm": 0.0674,
  "clk_latency_ps": 760,
  "p_leak_nw": 25.1,
  "worst_pin_slew_ps": 987,
  "yosys_warnings": 1,
  "grt_max_degree": 80,
  "dieArea_sq_mm": 0.210,
  "relSlewSlack_pct": 33.7,
  "drt_iter0_drc": 3553,
  "cts_tree": "yes",
  "min_path_type": "reg2reg",
  "drc": 0,
  "routed_via_density": 5.77,
  "setup_tns_ps": 0,
  "synth_top_area_share_pct": 47.8,
  "numPortBuffers": 160,
  "crit_type": "in2out",
  "vias": 44394,
  "peakVddDrop_mv": 0.0767,
  "clock_path_buffers": 3,
  "crit_slowest_cell": "buf_4",
  "final_cells": 7696,
  "cts_root_buffer": "clkbuf_16",
  "hold_slack_ps": 667,
  "grt.overflow.total": 0,
  "hold_buffers": 0,
  "crit_path_cell_trace": "buf_8, buf_4, buf_4, buf_4, mux4_2, mux4_2, mux2_2, o21ai_0, ha_1, a211o_1, a21oi_1, o21bai_1, a21oi_1, nor4b_1, o31ai_1, a21oi_1, o21bai_1, a211o_1, a221oi_2, buf_4, inv_1, clkdlybuf4s50_1",
  "die-height_microns": 458,
  "setup_violations": 0,
  "topCellsByArea": "edfxtp_1 (48%), mux4_2 (23%), nor2_1 (7.0%)",
  "cp-end-kind": "output pin",
  "layout_min_cycle_time_ps": 16200,
  "worstPathRequired_ps": 16000,
  "total_power_mw": 6.22,
  "post_cts_resized": 0,
  "yosysUniqueCellTypes": 89,
  "cp_common_cell": "buf_4",
  "place_ws_ps": 3880,
  "wl_per_cell_microns": 31.2,
  "routed.top_layer": "met5",
  "fillers": 19369,
  "core_area_sq_mm": 0.205,
  "grt_setup_unrepaired": "no",
  "critPathMaxFanout": 51,
  "ys_area_sq_mm": 0.0623,
  "fin_ws_ps": 3800,
  "h-tree-depth": 3,
  "wl_met1_mm": 75.5,
  "drt-total-wl_mm": 240,
  "finalClockSkew_ps": 83.8,
  "cp-start-kind": "input port",
  "cts.sinks": 1056,
  "cts_buffers": 110,
  "critical_path.top_delay_family": "buffers and inverters",
  "clk_pin_slew_ps": 60,
  "async_flop_share_pct": 0,
  "gp_congestion": 1.01,
  "netlist_top_cells_count": "nor2_1 (1166), edfxtp_1 (992), mux4_2 (640)",
  "synth_cells": 4856,
  "dp.cells": 7482,
  "syn_area_sq_mm": 0.0623,
  "top_cell": "nor2_1",
  "drv_slew": 0,
  "min_period_over_period_pct": 81.0,
  "fmax_ghz": 0.0617,
  "route.met3.wl_mm": 45.3,
  "ys_ff": 1056,
  "fp-utilization_pct": 30.3
}
[area by class of cell]
type                       instances  area, sq um  area share [%]
antenna                           12         30.0          0.0423
clock buffer                     155         3030            4.28
clock inverter                    47          453           0.639
inverter                         151          567           0.799
multi-input combinational       3253        29500            41.5
sequential                      1056        31100            43.8
tap                             2688         3360            4.74
timing repair buffer             334         2960            4.17
[state kept, by name, indices dropped and copies added, names as in the netlist]
signal / cells
registers: 1024
pc: 32
[power breakdown]
group	switching [mW]	total, mW	leakage [nW]	internal (mW)
Combinational	1.04	1.64	12.6	0.601
Clock	0.887	2.02	1.69	1.13
Sequential	0.0534	2.56	10.8	2.51
[cell usage in the layout (no fill, tap or decap), types with 27 or more instances in the layout]
cell type	Yosys	routed
nor2_1	1166	1164
edfxtp_1	992	992
mux4_2	640	640
buf_4	1	172
a21oi_1	194	167
ha_1	160	160
inv_1	148	148
clkdlybuf4s50_1	0	146
nand2_1	199	137
clkbuf_16	0	112
o21ai_0	108	108
dfxtp_1	64	64
nand2_2	0	62
mux2i_1	61	61
xnor2_1	53	53
nand3_1	50	50
nor3_1	50	50
a21o_1	41	41
xor2_1	38	38
clkbuf_1	343	36
a211oi_1	34	34
conb_1	1	32
mux2_2	30	30
nor2b_1	27	27
[cell families after synthesis]
kind of cell,Yosys count,synth area share (%)
adders and majority gates,164,3.34
and+or+nand+nor,1615,10.7
AOI/OAI and AO/OA,620,6.65
DFF,1056,49.9
other,1,0.00602
buffers and inverters,578,3.52
muxes,731,24.7
xor gates and xnor gates,91,1.28
[worst register-to-register path: cells and delay by family (launching register included)]
| family | cells | cell delay (ps) |
|---|---|---|
| compound gates | 6 | 2030 |
| fa+ha+maj | 1 | 430 |
| flops | 1 | 400 |
| mux | 3 | 1700 |
| simple gates | 9 | 3150 |
[worst paths after layout]
| path | start | to | slack, ps | depth (start not counted) |
|---|---|---|---|---|
| hold reg to reg | pc[0] | pc[0] | 670 | 2 |
| setup reg to reg | registers[15][6] | pc[24] | 12100 | 19 |
| hold / removal | pc[0] | pc[0] | 670 | 2 |
| setup / recovery | mem_rdata_I[12] | mem_addr_D[31] | 3800 | 22 |
[metal layers]
layer  GRT usage, %  vias up
met1           26.0    21730
met3           19.6      615
li1               -    18578
met2           34.5     3453
met4           10.4       18
met5           3.56        -
Power and IR drop assume default switching activity.
