**design/flow/run.sh**
```bash
#!/bin/bash
# OpenROAD 26Q1-2900-gdf79404cd8, Yosys 0.63+post, stock flow scripts
make -C /OpenROAD-flow-scripts/flow DESIGN_CONFIG=/design/flow/config.mk WORK_HOME=/design/flow/orfs finish
```
**design/flow/config.mk**
```make
export PLATFORM = sky130hd
export DESIGN_NAME = SET
export DESIGN_NICKNAME = SET
export VERILOG_FILES = /design/flow/design.v
export SDC_FILE = /design/flow/constraint.sdc
export NUM_CORES = 4
export LEC_CHECK = 1
export CORE_UTILIZATION = 30
```
**design/flow/constraint.sdc**
```tcl
current_design SET

set clk_period 14.8
set clk_io_pct 0.2

create_clock -name clk0 -period $clk_period [get_ports {clk}]

set non_clock_inputs [all_inputs -no_clocks]
set_input_delay [expr $clk_period * $clk_io_pct] -clock clk0 $non_clock_inputs
set_output_delay [expr $clk_period * $clk_io_pct] -clock clk0 [all_outputs]
```
**design/flow/design.v**
```verilog
module SET ( clk , rst, en, central, radius, busy, valid, candidate );
input clk, rst;
input en;
input [15:0] central;
input [7:0] radius;
output reg busy;
output reg valid;
output reg [3:0] candidate;
reg [3:0] x_minus_a [0:9];
reg [3:0] x_delta_a [0:9];
reg [3:0] y_minus_a [0:9];
reg [3:0] y_delta_a [0:9];
reg [3:0] min_a [0:9];
reg [3:0] max_a [0:9];
reg in_a [0:9];
reg [3:0] x_minus_b [0:9];
reg [3:0] x_delta_b [0:9];
reg [3:0] y_minus_b [0:9];
reg [3:0] y_delta_b [0:9];
reg [3:0] min_b [0:9];
reg [3:0] max_b [0:9];
reg in_b [0:9];
reg row_ans [0:9];
parameter s_wait = 2'd0;
parameter s_cal = 2'd1;
parameter s_finish = 2'd2;
    reg [1:0] state;
    reg signed [4:0] col_count;  
    reg [3:0] count;     
    reg [3:0] central_x [0:1];
    reg [3:0] central_y [0:1];
    reg [3:0] radius_ff [0:1];
    reg [1:0] state_next;
    reg signed [4:0] col_count_next;
    reg [3:0] count_next;
    reg [3:0] central_x_next [0:1];
    reg [3:0] central_y_next [0:1];
    reg [3:0] radius_ff_next [0:1];
always @(*) begin
    candidate = count;
    col_count_next = (state==s_cal)? col_count+1 : -1;
    state_next = ((col_count < 9) | en)? s_cal : (col_count == 9)? s_finish : s_wait;
    case (state)
        s_wait: begin busy = 0; valid = 0; end
        s_cal: begin busy = 1; valid = 0; end
        s_finish: begin busy = 1; valid = 1; end
        default: begin busy = 0; valid = 0; end
    endcase
end
always @(*) begin
    central_x_next[0] = en? central[15:12] : central_x[0];
    central_x_next[1] = en? central[7:4] : central_x[1];
    central_y_next[0] = en? central[11:8] : central_y[0];
    central_y_next[1] = en? central[3:0] : central_y[1];
    radius_ff_next[0] = en? radius[7:4] : radius_ff[0];
    radius_ff_next[1] = en? radius[3:0]: radius_ff[1];
end
integer i;
always @(*) begin
    for (i=0; i<10; i=i+1) begin
        x_minus_a[i] = central_x[0] - i;
        x_delta_a[i] = central_x[0] >= i? x_minus_a[i] : (~x_minus_a[i] + 1);
        y_minus_a[i] = col_count - central_y[0];
        y_delta_a[i] = col_count >= central_y[0]? y_minus_a[i] : (~y_minus_a[i] + 1);
        if (x_delta_a[i] > y_delta_a[i]) begin
            min_a[i] = y_delta_a[i];
            max_a[i] = x_delta_a[i];
        end else begin
            min_a[i] = x_delta_a[i];
            max_a[i] = y_delta_a[i];
        end
        x_minus_b[i] = central_x[1] - i;
        x_delta_b[i] = central_x[1] >= i? x_minus_b[i] : (~x_minus_b[i] + 1);
        y_minus_b[i] = col_count - central_y[1];
        y_delta_b[i] = col_count >= central_y[1]? y_minus_b[i] : (~y_minus_b[i] + 1);
        if (x_delta_b[i] > y_delta_b[i]) begin
            min_b[i] = y_delta_b[i];
            max_b[i] = x_delta_b[i];
        end else begin
            min_b[i] = x_delta_b[i];
            max_b[i] = y_delta_b[i];
        end
    end
    case (radius_ff[0])
        4'd1: begin
            for (i=0; i<10; i=i+1) begin
                in_a[i] = (min_a[i]==4'd0 & max_a[i]<=4'd1)? 1 : 0;
            end
        end
        4'd2: begin
            for (i=0; i<10; i=i+1) begin
                in_a[i] = ( (min_a[i]==4'd0 & max_a[i]==4'd2) | (min_a[i]<=4'd1 & max_a[i]<=4'd1) )? 1 : 0;
            end
        end
        4'd3: begin
            for (i=0; i<10; i=i+1) begin
                in_a[i] = ( (min_a[i]==4'd0 & max_a[i]==4'd3) | (min_a[i]<=4'd2 & max_a[i]<=4'd2) )? 1 : 0;
            end
        end
        4'd4: begin
            for (i=0; i<10; i=i+1) begin
                in_a[i] = ( (min_a[i]==4'd0 & max_a[i]==4'd4) | (min_a[i]<=4'd2 & max_a[i]<=4'd3) )? 1 : 0;
            end
        end
        4'd5: begin
            for (i=0; i<10; i=i+1) begin
                in_a[i] = ( (min_a[i]==4'd0 & max_a[i]==4'd5) | (min_a[i]<=4'd3 & max_a[i]<=4'd4) )? 1 : 0;
            end
        end
        4'd6: begin
            for (i=0; i<10; i=i+1) begin
                in_a[i] = ( (min_a[i]==4'd0 & max_a[i]==4'd6) | (min_a[i]<=4'd3 & max_a[i]<=4'd5) | (min_a[i]==4'd4 & max_a[i]==4'd4) )? 1 : 0;
            end
        end
        4'd7: begin
            for (i=0; i<10; i=i+1) begin
                in_a[i] = ( (min_a[i]==4'd0 & max_a[i]==4'd7) | (min_a[i]<=4'd3 & max_a[i]==4'd6) | (min_a[i]<=4'd4 & max_a[i]<=4'd5) )? 1 : 0;
            end
        end
        4'd8: begin
            for (i=0; i<10; i=i+1) begin
                in_a[i] = ( (min_a[i]==4'd0 & max_a[i]==4'd8) | (min_a[i]<=4'd3 & max_a[i]==4'd7) | (min_a[i]<=4'd5 & max_a[i]<=4'd6) )? 1 : 0;
            end
        end
        4'd9: begin
            for (i=0; i<10; i=i+1) begin
                in_a[i] = ( (min_a[i]==4'd0 & max_a[i]==4'd9) | (min_a[i]<=4'd3 & max_a[i]==4'd8) | (min_a[i]<=4'd5 & max_a[i]<=4'd7) | (min_a[i]==4'd6 & max_a[i]==4'd6) )? 1 : 0;
            end
        end
        default: begin
            for (i=0; i<10; i=i+1) begin
                in_a[i] = 0;
            end
        end
    endcase
    case (radius_ff[1])
        4'd1: begin
            for (i=0; i<10; i=i+1) begin
                in_b[i] = (min_b[i]==4'd0 & max_b[i]<=4'd1)? 1 : 0;
            end
        end
        4'd2: begin
            for (i=0; i<10; i=i+1) begin
                in_b[i] = ( (min_b[i]==4'd0 & max_b[i]==4'd2) | (min_b[i]<=4'd1 & max_b[i]<=4'd1) )? 1 : 0;
            end
        end
        4'd3: begin
            for (i=0; i<10; i=i+1) begin
                in_b[i] = ( (min_b[i]==4'd0 & max_b[i]==4'd3) | (min_b[i]<=4'd2 & max_b[i]<=4'd2) )? 1 : 0;
            end
        end
        4'd4: begin
            for (i=0; i<10; i=i+1) begin
                in_b[i] = ( (min_b[i]==4'd0 & max_b[i]==4'd4) | (min_b[i]<=4'd2 & max_b[i]<=4'd3) )? 1 : 0;
            end
        end
        4'd5: begin
            for (i=0; i<10; i=i+1) begin
                in_b[i] = ( (min_b[i]==4'd0 & max_b[i]==4'd5) | (min_b[i]<=4'd3 & max_b[i]<=4'd4) )? 1 : 0;
            end
        end
        4'd6: begin
            for (i=0; i<10; i=i+1) begin
                in_b[i] = ( (min_b[i]==4'd0 & max_b[i]==4'd6) | (min_b[i]<=4'd3 & max_b[i]<=4'd5) | (min_b[i]==4'd4 & max_b[i]==4'd4) )? 1 : 0;
            end
        end
        4'd7: begin
            for (i=0; i<10; i=i+1) begin
                in_b[i] = ( (min_b[i]==4'd0 & max_b[i]==4'd7) | (min_b[i]<=4'd3 & max_b[i]==4'd6) | (min_b[i]<=4'd4 & max_b[i]<=4'd5) )? 1 : 0;
            end
        end
        4'd8: begin
            for (i=0; i<10; i=i+1) begin
                in_b[i] = ( (min_b[i]==4'd0 & max_b[i]==4'd8) | (min_b[i]<=4'd3 & max_b[i]==4'd7) | (min_b[i]<=4'd5 & max_b[i]<=4'd6) )? 1 : 0;
            end
        end
        4'd9: begin
            for (i=0; i<10; i=i+1) begin
                in_b[i] = ( (min_b[i]==4'd0 & max_b[i]==4'd9) | (min_b[i]<=4'd3 & max_b[i]==4'd8) | (min_b[i]<=4'd5 & max_b[i]<=4'd7) | (min_b[i]==4'd6 & max_b[i]==4'd6) )? 1 : 0;
            end
        end
        default: begin
            for (i=0; i<10; i=i+1) begin
                in_b[i] = 0;
            end
        end
    endcase
    for (i=0; i<10; i=i+1) begin
        row_ans[i] = in_a[i] & in_b[i];
    end
    count_next = count + row_ans[0] + row_ans[1] + row_ans[2] + row_ans[3] + row_ans[4]
                + row_ans[5] + row_ans[6] + row_ans[7] + row_ans[8] + row_ans[9];
end
always @(posedge clk) begin
    if (rst) begin
        state <= s_wait;
        col_count <= -1;
        count <= 3'd0;
        for (i=0; i<2; i=i+1) begin
            central_x[i] <= 4'd0;
            central_y[i] <= 4'd0;
            radius_ff[i] <= 4'd0;
        end
    end else begin
        state <= state_next;
        col_count <= (state==s_wait)? 0 : col_count_next;
        count <= (state==s_cal)? count_next : 0;
        for (i=0; i<2; i=i+1) begin
            central_x[i] <= central_x_next[i];
            central_y[i] <= central_y_next[i];
            radius_ff[i] <= radius_ff_next[i];
        end
    end
end
endmodule
```
==> notes.md <==
yosys + openroad results -> Slew Viols, Final=0, post_cts resized=0, gpl congestion=1.022, CTS Hold Bufs=0, GR Util All Layers=0.2542, Worst Path Arrival=roughly 9300 ps, critical path's most frequent cell=fa_1, Init Core Util=0.3034, maxcap violations=0, drt pass-1 iters=6, area delta synth->final=7.007%, DR vias/cell=~6.4, wire per inst=22.67 um, sequential share of power=0.046, latest clock arrival within the worst-skew pair=approximately 310 ps, Routed Wire Length=69310 um, Vias=19651, Worst-path clk slew=70 ps, die height=232.5 um, final hold vios=0, Design Power=roughly 2.5 mW, P per Cell Area=144.4 nW/um^2, fin crit share=0.6134, Setup crit end kind=flop, Finished Layout Cells=3057, NetSw=1.576 mW, # rows=84, maximum VDD drop=0.05324 mV, CP max-delay cell=a21oi_2, Die Wd=between 200 and 250 um, DR iter-0 viols=roughly 2800, number of buffers created by CTS=5, setup bufs post-CTS=0, chip area=54080 sq um, Cells after DPL=3047, first-pass GRT wire length=106200 um, Max Fclk=110.2 MHz, setup_tns=0 ps, # H-tree levels=2, Synth Area per Inst=6.573 sq um, Crit Path Max Fanout=approximately 50, vias in the first global route=17386, Clock Tree Root=clkbuf_16, Crit path largest cell delay=590 ps, Max clock buf depth=2, grt ovf=0, Finish-stage setup viols=0, CTS tree=built, yosys stat cell total=between 2000 and 2500, number of synthesized register bits=36, DRT antenna net count=0, clock skew=12.23 ps, Crit path required time=14990 ps, crit path kind=reg -> reg, HP Class=reg -> reg, port bufs=32, clock share of power=0.047, Place WS=5891 ps, PnR worst setup slack=approximately 5700 ps, synthesis area per yosys=roughly 16000 sq um, num ports=33, Synth cell types=124, tool warning count=58, core area=52550 sq um, logic area=14070 sq um, HPWL Detailed=approximately 50000 um, top_reg_cell synth=dfxtp_1, Switching Share=0.6396, cells after synthesis=2426, register area=just over 700 sq um, Relative slew margins=0.3455, RSZ-0062 raised after global routing=no, Post-synth ARST share=0, register area share after synthesis=0.04520, EDFF count, synth=0, clock sinks=36, Worst Setup Start Kind=flop, initial antenna violation count=3, Pint=0.8879 mW, Comb pwr share=0.907, status=finished clean, Syn. warnings=22, synthesized area=15950 sq um, Tmin final=between 9000 and 10000 ps, fillers=5733, Worst-Margin Slew=974.2 ps, Pleak=6.182 nW, largest net degree at the start of global routing=around 50, layout cells sized above 1=0.09168, Residual DRC=0
-- cell usage in the layout, fill, tap and decap left out, drive strengths merged, types with 31 or more instances in the layout --
| cell | n |
|---|---|
| inv | 71 |
| nand3 | 129 |
| mux2i | 78 |
| nand2 | 220 |
| and2 | 34 |
| ha | 102 |
| a21oi | 205 |
| o22ai | 34 |
| nor4 | 44 |
| a211oi | 35 |
| clkdlybuf4s50 | 31 |
| xnor2 | 50 |
| o31ai | 31 |
| o21ai | 160 |
| nor2 | 260 |
| o211ai | 39 |
| nor3 | 114 |
| dfxtp | 36 |
| buf | 89 |
| nand4 | 55 |
| a31oi | 51 |
-- registers in the layout (all words and copies together), names as in the netlist --
register   count
central_y      8
radius_ff      8
state          3
col_count      5
count          4
central_x      8
-- cell type report --
class,instances,share of cell area
Inverter,74,0.01672
Clock buffer,5,0.007333
Clock inverter,3,0.001247
Tap cell,688,0.05045
Antenna cell,2,0.0002933
Sequential cell,36,0.04238
Timing Repair Buffer,120,0.05720
Multi-Input combinational cell,2129,0.8244
-- cell usage after synthesis (12+ instances only) --
master | count | share of area
a211o_1 | 14 | 0.0077
nand2_1 | 217 | 0.051
nand2b_1 | 24 | 0.0094
buf_2 | 56 | 0.018
a311oi_1 | 14 | 0.0077
or4_1 | 13 | 0.0061
o21ai_1 | 23 | 0.0072
a31oi_1 | 51 | 0.020
a211oi_1 | 30 | 0.014
a22oi_1 | 18 | 0.0085
xnor2_1 | 47 | 0.026
a2111oi_0 | 12 | 0.0066
a32oi_1 | 15 | 0.0082
a21o_1 | 23 | 0.011
mux2_2 | 19 | 0.013
dfxtp_1 | 36 | 0.045
buf_4 | 12 | 0.0056
o2111ai_1 | 21 | 0.012
and3_1 | 26 | 0.010
o22ai_1 | 33 | 0.013
inv_1 | 62 | 0.015
and2_1 | 34 | 0.013
clkbuf_1 | 98 | 0.023
nor2b_1 | 22 | 0.0086
nor3_1 | 109 | 0.034
nand3_1 | 125 | 0.039
nor2_1 | 256 | 0.060
o21a_1 | 20 | 0.0094
xor2_1 | 16 | 0.0088
o31ai_1 | 27 | 0.013
o21ai_0 | 131 | 0.041
mux2i_1 | 78 | 0.049
nor4_1 | 42 | 0.016
or3_1 | 18 | 0.0071
o211ai_1 | 36 | 0.017
a21oi_1 | 203 | 0.064
ha_1 | 102 | 0.080
nand4_1 | 54 | 0.021
-- final timing paths --
check / cells after the start / slack, ps / end / start
setup / recovery: 30 / 5720 / count[2] / col_count[0]
hold / removal: 2 / 500 / central_y[0][1] / central_y[0][1]
setup reg to reg: 30 / 5720 / count[2] / col_count[0]
hold reg to reg: 2 / 500 / central_y[0][1] / central_y[0][1]
-- through the flow --
step                  util  instance area, sq um  hold WS [ps]
floorplan                -                 15950         456.0
global placement    0.3218                 16910         476.8
detailed placement  0.3218                 16910         483.0
CTS                 0.3246                 17060         500.7
global route        0.3246                 17060         521.2
finish              0.3247                 17060         496.7
-- worst max-delay path, delay by kind of cell (launching register included) --
| kind | cells | cell delay [ps] |
|---|---|---|
| mux | 2 | 590 |
| compound gates | 7 | 1970 |
| simple gates | 4 | 820 |
| flops | 1 | 360 |
| fa+ha+maj | 9 | 3760 |
| buf+inv | 7 | 1280 |
| xor+xnor | 1 | 140 |
-- power groups by stage --
stage         Clock, mW  Combinational [mW]  Sequential, mW
global route      0.122                2.41           0.114
finish            0.115                2.23           0.113
CTS               0.120                2.16           0.113
-- cell families (layout without fill, tap and decap cells) --
kind of cell             Yosys count  after routing  synth area share
AND-OR/OR-AND                    850            850            0.3757
XOR/XNOR                          67             67           0.03868
adder cells (fa/ha/maj)          111            111           0.09134
buffers and inverters            261            202           0.07392
flip-flops                        36             36           0.04520
multiplexers                      99             99           0.06403
other                              0              2                 0
AND/OR/NAND/NOR                 1002           1002            0.3111
-- routing by layer --
metal | vias to the layer above | wire (um) | GRT usage
met2 | 1266 | 28760 | 0.3657
li1 | 9181 | - | -
met5 | - | 123 | 0.007353
met3 | 255 | 8352 | 0.06331
met4 | 4 | 3476 | 0.1044
met1 | 8945 | 28600 | 0.3597
Power figures rest on the tool's default switching activity, not on a simulated workload.
