### flow/config.mk
export PLATFORM = sky130hd
export DESIGN_NAME = alu_assign
export DESIGN_NICKNAME = alu_assign
export VERILOG_FILES = /design/flow/design.v
export SDC_FILE = /design/flow/constraint.sdc
export NUM_CORES = 4
export LEC_CHECK = 1
export CORE_UTILIZATION = 30
### flow/constraint.sdc
current_design alu_assign

set clk_period 3.2
set clk_io_pct 0.2

create_clock -name clk0 -period $clk_period

set non_clock_inputs [all_inputs -no_clocks]
set_input_delay [expr $clk_period * $clk_io_pct] -clock clk0 $non_clock_inputs
set_output_delay [expr $clk_period * $clk_io_pct] -clock clk0 [all_outputs]
### flow/design.v
module alu_assign(
    ctrl,
    x,
    y,
    carry,
    out  
);
    input  [3:0] ctrl;
    input  signed [7:0] x;
    input  signed [7:0] y;
    output       carry;
    output signed [7:0] out;
    wire signed [8:0] pre_out;
    assign out = pre_out[7:0];
    assign carry = pre_out[8];
    assign pre_out = ctrl[3]?
        ctrl[2]?
            ctrl[1]?
                0
            :
                ctrl[0]?  0 : x==y? 1:0
        :
            ctrl[1]?
                ctrl[0]?  {x[0], x[7:1]} : {x[6:0], x[7]}
            :
                ctrl[0]?  {x[7], x[7:1]} : y >> x[2:0]
        :
        ctrl[2]?
            ctrl[1]?
                ctrl[0]?  y << x[2:0] : ~(x | y)
            :
                ctrl[0]?  x ^ y : ~x
        : ctrl[1]?
                ctrl[0]?  x | y : x & y
            :
                ctrl[0]?  x - y : x + y;
endmodule
### flow/run.sh
#!/bin/bash
# OpenROAD 26Q1-2900-gdf79404cd8, Yosys 0.63+post, stock flow scripts
make -C /OpenROAD-flow-scripts/flow DESIGN_CONFIG=/design/flow/config.mk WORK_HOME=/design/flow/orfs finish
==> qor.log <==
INFO  run_status     outcome=finished with violations
INFO  run_status     violations_in_the_final_reports=setup timing
INFO  setup_path     cp-start-kind=input pin
INFO  synthesis      synth.lib_cells_used.distinct=53
INFO  place          place_inst=445
INFO  final_layout   synthToLayoutAreaGrowth=67.25%
INFO  synthesis      synthAdderAreaFrac=0.1725
INFO  synthesis      synth_area=2002µm²
INFO  power          internal_pwr_total=0.0002737W
INFO  floorplan      chipArea=7004µm²
INFO  synthesis      synth.area.mux_share=0.1794
INFO  global_routing number_of_global_route_vias_before_repair=2393
INFO  floorplan      die_h=83.69µm
INFO  setup_path     critPathLaunch=y[0]
INFO  final_timing   timing.final.crit_share=1.041
INFO  routing        detail_route.drc_violations=0
INFO  hold_path      hold-path-cell-count=5
INFO  synthesis      synth-warning-count=0
INFO  floorplan      fp_util=0.3135
INFO  flow_run       max_cap_violations=0
INFO  routing        ant_nets=0
INFO  floorplan      core_area=6386µm²
INFO  final_timing   hold-worst-slack=1.976ns
INFO  hold_path      worst_hold_path_type=input pin to output port
INFO  setup_path     cp.arrival=2.69ns
INFO  power          vdd_ir_drop_max=0.08766mV
INFO  final_timing   setup_total_negative_slack=-0.1319ns
INFO  synthesis      post_synth_top_area_share=0.1625
INFO  routing        drtIter0Drc=244
INFO  routing        vias=2654
INFO  final_timing   post-route-min-period=3.332ns
INFO  final_timing   finalSetupViolations=1
INFO  final_layout   final.clkbuf_count=0
INFO  global_routing global_route_wire_length_before_repair=12080µm
INFO  routing        route.detailed.vias_per_inst=5.732
INFO  synthesis      netlist_logic_family_top=AND-OR/OR-AND gates
INFO  final_timing   final.setup.worst_slack=-0.1319ns
INFO  synthesis      synth_seq_share=0
INFO  hold_path      holdCritStartpoint=x[3]
INFO  setup_path     category_of_the_worst_setup_path_capture_point=output port
INFO  power          seq_power_share=0
INFO  routing        detail_route.antenna_diodes=0
INFO  final_timing   worst_slew_pin_slew=0.3382ns
INFO  setup_path     required=2.56ns
INFO  final_timing   finalHoldViolCount=0
INFO  place          gp_routability_congestion=0.9102
INFO  final_timing   fmaxAchievable=0.3001GHz
INFO  final_layout   stdcell_count=463
INFO  final_layout   proportion_of_layout_cells_with_a_drive_suffix_above_1=0.4352
INFO  global_routing grt_start_max_net_pins=20
INFO  setup_path     worst-setup-path-type=input pin to output port
INFO  power          combinationalPowerShare=1.000
INFO  power          p_clk_frac=0
INFO  final_timing   slew-limit-headroom=0.7716
INFO  floorplan      io-pin-count=29
INFO  place          port_buffers=29
INFO  power          leakagePower=1.488nW
INFO  place          detailedPlacementHpwl=5856µm
INFO  synthesis      yosysChipArea=2002µm²
INFO  floorplan      placement_rows=29
INFO  global_routing grt.overflow.total=0
INFO  routing        drt_pass1_iterations=4
INFO  synthesis      synthAoiAreaFrac=0.3313
INFO  flow_run       warning_count=52
INFO  final_layout   layout.sequential_cells=0
INFO  synthesis      avgSynthCellArea=6.975µm²
INFO  synthesis      yosys.area_share.simple=0.1981
INFO  synthesis      post-synth-top-area-cell=ha_1
INFO  final_timing   final_max_slew_viol_count=0
INFO  routing        routedWlPerCell=16.45µm
INFO  routing        routed_wl=7615µm
INFO  power          netSwitchingPower=0.0002528W
INFO  global_routing grt_antenna_before_repair=0
INFO  final_timing   unrepaired_setup_endpoints_after_global_routing=true
INFO  synthesis      total_cells_reported_by_yosys_after_synthesis=287
INFO  synthesis      synthTopCellsByArea=ha_1, mux2i_1, a21oi_1, nor2_1, mux4_2
INFO  setup_path     critPathMaxFanout=3
INFO  synthesis      synth.cellmix.xorXnorShare=0.02188
INFO  final_layout   seqCellArea=0µm²
INFO  synthesis      instance_tally_after_logic_synthesis=287
INFO  power          pd_cells=157.2nW/µm²
INFO  final_layout   post_route_utilization=0.5243
INFO  global_routing grtUsageTotal=0.2161
INFO  floorplan      die_w=83.69µm
INFO  power          netSwitchingFraction=0.4802
## metal layers
| metal | vias to the layer above | wire length, µm | track usage |
|---|---|---|---|
| met5 | - | 0 | 0 |
| met4 | 0 | 196 | 0.05547 |
| met3 | 14 | 520 | 0.01506 |
| met2 | 102 | 3541 | 0.3459 |
| met1 | 1262 | 3356 | 0.3192 |
| li1 | 1276 | - | - |
## critical path, cell delays in order
cell	delay, ns
buf_4	0.13
buf_6	0.12
ha_4	0.15
a211o_1	0.34
a211oi_2	0.29
o31ai_2	0.11
or3_1	0.33
a21oi_2	0.11
o21ai_1	0.07
clkdlybuf4s50_1	0.40
## power by group through the flow
stage / Clock, W / Combinational [W] / Sequential [W]
after global routing: 0 / 0.000567 / 0
after CTS: 0 / 0.000493 / 0
final: 0 / 0.000526 / 0
## synth_stat cells, types with 2 or more instances
master,instances
a22oi_1,2
o2111ai_1,2
o41ai_1,2
a221oi_2,2
nand2_1,11
mux2i_1,16
nor3_1,8
a211o_1,4
nor4_1,4
ha_1,26
clkinv_1,2
mux4_2,6
nand3_1,5
o21ai_0,20
a221oi_1,2
nand2b_1,5
xnor2_1,5
o21a_1,2
mux4_1,2
nor2b_1,7
or3_1,2
buf_2,8
o211ai_1,6
o31ai_1,2
nor2_1,36
a21oi_1,29
a211oi_1,14
a31oi_1,2
clkbuf_1,11
inv_1,21
## final timing paths
kind | slack (ns) | end
worst max-delay path | -0.13 | out[6]
worst min-delay path | 1.98 | out[2]
## what timing repair did
item,CTS,global route
gates resized,133,30
endpoints found under the setup margin,9,6
buffers inserted,13,4
pin swaps,31,24
hold buffers,0,0
cloned,1,0
## cell families after synthesis
kind of cell | after synthesis
AND-OR/OR-AND | 100
XOR/XNOR | 5
adder cells (fa/ha/maj) | 27
buffers and inverters | 46
multiplexers | 25
AND/OR/NAND/NOR | 84
## placed cells by master (no fill, tap or decap), types with 3 or more instances in the layout
master | netlist | layout
nand2_1 | 11 | 11
xnor2_1 | 5 | 5
ha_4 | 0 | 11
ha_2 | 0 | 3
mux2i_1 | 16 | 14
nor2b_1 | 7 | 5
nor4_1 | 4 | 3
a211oi_1 | 14 | 9
a211o_1 | 4 | 4
a211oi_2 | 0 | 4
o211ai_1 | 6 | 6
clkdlybuf4s15_1 | 0 | 3
nor2_1 | 36 | 34
ha_1 | 26 | 12
dlygate4sd2_1 | 0 | 5
o21ai_1 | 1 | 5
o21ai_2 | 0 | 4
clkdlybuf4s50_1 | 0 | 6
nand3_1 | 5 | 4
buf_4 | 1 | 84
buf_6 | 1 | 13
nand2b_1 | 5 | 5
nor3_1 | 8 | 7
a21oi_1 | 29 | 28
inv_1 | 21 | 11
o21ai_0 | 20 | 12
mux4_2 | 6 | 6
inv_2 | 1 | 9
## cell type report
cell class                 instances  area, µm²
fill                             573       3038
inverter                          24      97.59
multi-input combinational        241       2123
tap                               77      96.34
timing repair buffer             121       1031
## per-stage QoR
stage               setup slack (ns)   power, W  area [µm²]
global route                 -0.2254  0.0005667        3348
finish                       -0.1319  0.0005264        3348
detailed placement           -0.8080  0.0004262        2835
floorplan                     0.1512  0.0002291        2002
CTS                          -0.1544  0.0004932        3227
global placement             -0.8154  0.0004272        2835
Power figures rest on the tool's default switching activity, not on a simulated workload.
